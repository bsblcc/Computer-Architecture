## ./config.mk

```make
export PLATFORM = sky130hd
export DESIGN_NAME = regfile
export DESIGN_NICKNAME = regfile
export VERILOG_FILES = /design/flow/design.v
export SDC_FILE = /design/flow/constraint.sdc
export NUM_CORES = 4
export LEC_CHECK = 1
export CORE_UTILIZATION = 50
```

## ./constraint.sdc

```tcl
current_design regfile

set clk_period 11.2
set clk_io_pct 0.2

create_clock -name clk0 -period $clk_period [get_ports {clk}]

set non_clock_inputs [all_inputs -no_clocks]
set_input_delay [expr $clk_period * $clk_io_pct] -clock clk0 $non_clock_inputs
set_output_delay [expr $clk_period * $clk_io_pct] -clock clk0 [all_outputs]
```

## ./design.v

```verilog
module regfile
(
  rn_data, rm_data, rs_data, pc_out, cpsr_out,
  rn_num, rm_num, rs_num, rd_num, rd_data, rd_we,
  pc_in, pc_we, cpsr_in, cpsr_we,
  clk, rst_b, halted
);
  parameter text_start  = 32'h00400000;  
  input       [3:0]  rn_num, rm_num, rs_num, rd_num;
  input       [31:0] rd_data, pc_in, cpsr_in;
  input              rd_we, pc_we, cpsr_we, clk, rst_b, halted;
  output wire [31:0] rn_data, rm_data, rs_data, pc_out, cpsr_out;
  reg         [31:0] mem[0:15];
  reg         [31:0] cpsr;
  integer            i;
  always @(posedge clk or negedge rst_b) begin
    if (!rst_b) begin
      for (i = 0; i < 15; i = i+1)
        mem[i] <= 32'b0;
      mem[15] <= text_start;
      cpsr <= 32'b0;
    end else begin
      if (rd_we && (rd_num != 4'd15))
        mem[rd_num] <= rd_data;
      if (pc_we)
        mem[4'd15] <= pc_in;
      if (cpsr_we)
        cpsr <= cpsr_in;
    end
  end
  assign rn_data = mem[rn_num];
  assign rm_data = mem[rm_num];
  assign rs_data = mem[rs_num];
  assign pc_out = mem[4'd15];
  assign cpsr_out = cpsr;
  // synthesis translate_off
  //synopsys translate_off
  integer fd;
  always @(halted) begin
    if (rst_b && halted) begin
      fd = $fopen("regdump.txt");
      $display("--- 18-447 Register file dump ---");
      $display("=== Simulation Cycle %d ===", $time);
      $fdisplay(fd, "--- 18-447 Register file dump ---");
      $fdisplay(fd, "=== Simulation Cycle %d ===", $time);
      for(i = 0; i < 16; i = i+1) begin
        $display("R%d\t= 0x%8x\t( %0d )", i, mem[i], mem[i]);
        $fdisplay(fd, "R%d\t= 0x%8h\t( %0d )", i, mem[i], mem[i]);
      end
      $display("CPSR\t= 0x%8x\t( %0d )", cpsr, cpsr);
      $fdisplay(fd, "CPSR\t= 0x%8h\t( %0d )", cpsr, cpsr);
      $display("--- End register file dump ---");
      $fdisplay(fd, "--- End register file dump ---");
      $fclose(fd);
    end
  end
  //synopsys translate_on
  // synthesis translate_on
endmodule
```

## ./run.sh

```bash
#!/bin/bash
# OpenROAD 26Q1-2900-gdf79404cd8, Yosys 0.63+post, stock flow scripts
make -C /OpenROAD-flow-scripts/flow DESIGN_CONFIG=/design/flow/config.mk WORK_HOME=/design/flow/orfs finish
```

==> impl_metrics.csv <==
group,metric,value,unit
outcome,status,"finished clean",
floorplan,num_rows,93,
yosys,ys_cells,3116,
detailed_routing,vias_per_cell,7.46,
final_timing,max_freq,112,MHz
worst_setup_path,cpMaxStageDelayCell,"nor3_2",
clock_network,clock_path_buffers,3,
detailed_routing,antenna_left,0,
worst_setup_path,crit_family,"buffers and inverters",
floorplan,fp_util,50.6,%
detailed_routing,avgRoutedWirePerCell,38.3,um
worst_setup_path,crit_chain,"clkdlybuf4s50_1, buf_4, nor3_2, buf_4, buf_4, nand2_1, nand2_1, a221oi_1, a21oi_1, clkdlybuf4s50_1",
yosys,ys_area,32700,um^2
yosys,flop_cell,"dfrtp_1",
worst_setup_path,crit_required,8960,ps
worst_setup_path,rr_worst_depth,1,
pwr,p_seq_share,43.7,%
clock_network,cts_buffers,61,
worst_setup_path,startpoint,"rm_num[2]",
yosys,syn_inst,3116,
floorplan,chip_area,66400,um^2
detailed_routing,vias,31131,
detailed_routing,wirelength,160000,um
yosys,yosys_register_bits,544,
worst_setup_path,crit_path_max_incr_delay,890,ps
detailed_routing,drt_first_pass_iters,9,
floorplan,boundaryPins,278,
detailed_routing,drt_iter0_drc,3701,
yosys,syn-cell-area,32700,um^2
finish,syn_to_final_growth,17.3,%
yosys,postSynthAreaPerCell,10.5,um^2
finish,fin_area,38300,um^2
yosys,edf_count,0,
pwr,power.share.clock,31.8,%
pwr,peakVddDrop,0.139,mV
global_routing,antenna_found_initial,10,
worst_setup_path,end_kind,"primary output",
yosys,synth.yosys.seq_area_share,41.6,%
final_timing,clock-skew-final,0,ps
worst_setup_path,start_kind,"primary input",
clock_network,post_cts_buffers,0,
yosys,top_cell,"mux2_2",
yosys,yosysWarningCount,3,
final_timing,hold_slack,503,ps
final_timing,tns,0,ps
job,warnings,26,
clock_network,hold_buffers,0,
clock_network,h-tree-depth,2,
clock_network,cts_sinks,544,
worst_setup_path,r2r_start,"mem[15][14]",
yosys,synth_top_area_share,41.6,%
floorplan,die_w,258,um
placed_design,dp.cells,4056,
worst_setup_path,rrSetupSlack,10230,ps
worst_setup_path,path_max_fanout,32,
placed_design,io_buffers,276,
floorplan,core_area,64600,um^2
pwr,p_int,4.49,mW
pwr,swShare,32.2,%
placed_design,gp_congestion,1.07,
yosys,top_cells_by_area,"dfrtp_1 (42%), mux2_2 (20%), mux2i_1 (4.9%)",
global_routing,grt_pass1_vias,30318,
clock_network,insertion_delay,660,ps
clock_network,cts_root_buf,"clkbuf_16",
final_timing,tightestPinTransition,1200,ps
worst_setup_path,cp.depth,10,
worst_setup_path,r2r_end,"mem[15][14]",
global_routing,gr-total-overflow,0,
placed_design,placed_area,36300,um^2
worst_setup_path,endpoint,"rm_data[14]",
pwr,p_comb_share,24.5,%
pwr,power,6.62,mW
clock_network,cts.clk_slew.worst_paths,50,ps
worst_setup_path,worstSetupPathType,"in -> out",
hold_path,hold_class,"reg -> reg",
final_timing,rsz0062_at_grt,"false",
placed_design,dp_hpwl,92800,um
final_timing,finalHoldViolations,0,
pwr,power_per_cell_area,173,nW/um^2
clock_network,cts_resized,0,
yosys,async_flop_share,100,%
finish,fillers,5264,
clock_network,cts_tree,"done",
global_routing,grt_max_degree,87,
final_timing,setup_viol,0,
worst_setup_path,cp_common_cell,"buf_4",
yosys,yosysTopAreaCell,"dfrtp_1",
pwr,power_switching,2.13,mW
global_routing,grt_pass1_wl,225000,um
final_timing,drv_slew,0,
pwr,p_leak,15.5,nW
detailed_routing,drc,0,
global_routing,gr-usage-all-layers,49.9,%
final_timing,fin_crit_sh,79.7,%
yosys,synth_cell_types,63,
final_timing,relSlewSlack,19.7,%
finish,fin_cells,4173,
floorplan,fp.dieH,258,um
yosys,common_cells,"mux2_2 (583), dfrtp_1 (543), a22oi_1 (189), nand2_1 (183), clkbuf_1 (182)",
worst_setup_path,worst-path-buf-inv,5,
finish,drive_above_1_share,26.1,%
final_timing,finalCriticalPeriod,8920,ps
worst_setup_path,arrival,6680,ps
job,drv_cap,0,
metrics by stage:
stage | utilization (%) | setup WS [ps]
after global placement | 56.2 | 2640
after detailed placement | 56.2 | 2590
final | 59.4 | 2280
after floorplan | - | 5290
after global routing | 59.3 | 2420
after CTS | 59.3 | 2560
worst min-delay path by stage:
stage	from	end	cells after the start
after CTS	cpsr[0]	cpsr[0]	1
after global routing	cpsr[0]	cpsr[0]	1
final	cpsr[25]	cpsr[25]	1
registers in the layout, indices dropped and copies added, names as in the netlist:
register,count
mem,512
cpsr,32
layer usage:
metal	vias to the layer above	track usage (%)	wire, um
li1	12175	-	-
met1	15162	63.6	55600
met2	2925	65.7	63300
met3	861	30.7	28100
met4	8	27.8	12500
met5	-	1.85	114
kinds of logic (layout without fill, tap and decap cells):
group,after synthesis,count (layout),share of synthesized area (%)
other,0,9,0
AND-OR/OR-AND,869,869,18.9
buffers and inverters,351,544,4.60
AND/OR/NAND/NOR,562,562,8.10
flip-flops,544,544,41.6
multiplexers,790,790,26.7
layout make-up:
class,count,area (um^2),area share (%)
diodes,9,22.5,0.0587
clock buffers,88,1780,4.64
clock inverters,20,270,0.705
inverters,36,135,0.352
multi-input cells,2221,17800,46.4
flip-flops and latches,544,13600,35.5
well taps,855,1070,2.79
repair buffers,400,3670,9.56
power groups by stage:
| stage | Clock (mW) | Sequential, mW | Combinational [mW] |
|---|---|---|---|
| 5_1_grt | 2.19 | 2.94 | 1.71 |
| 6_report | 2.11 | 2.89 | 1.62 |
| 4_1_cts | 2.11 | 2.86 | 1.58 |
cells in the final DEF (no fill, tap or decap), types with 7 or more instances in the layout:
cell and count:
mux2_2 583, dfrtp_1 543, clkdlybuf4s50_1 264, a22oi_1 189, nand2_1 179, mux2i_1 159, a21oi_1 150, nor2_1 142
buf_4 131, o21ai_0 82, a31oi_1 71, a22o_1 67, clkbuf_16 63, o22ai_1 62, nand3_1 55, o32a_1 47
mux2_1 44, nor2b_1 42, o2bb2ai_1 36, a221oi_1 35, inv_1 33, o211ai_1 32, a222oi_1 28, and3_1 24
nor4_1 19, a311oi_1 17, nand2b_1 14, clkbuf_1 14, nor2_4 11, clkbuf_8 11, and2_1 10, nor3_1 10
diode_2 9, o21ai_1 9, a2111oi_0 9, a211oi_1 9, nand3b_1 8, clkinv_2 7
Power is estimated from default activity; no workload was simulated.
